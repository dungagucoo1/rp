===== flow/config.mk =====
export PLATFORM = sky130hd
export DESIGN_NAME = PRESENT_ENCRYPT
export DESIGN_NICKNAME = PRESENT_ENCRYPT
export VERILOG_FILES = /design/flow/design.v
export SDC_FILE = /design/flow/constraint.sdc
export NUM_CORES = 4
export LEC_CHECK = 1
export CORE_UTILIZATION = 30

===== flow/constraint.sdc =====
current_design PRESENT_ENCRYPT

set clk_period 12.3
set clk_io_pct 0.2

create_clock -name clk0 -period $clk_period [get_ports {clk}]

set non_clock_inputs [all_inputs -no_clocks]
set_input_delay [expr $clk_period * $clk_io_pct] -clock clk0 $non_clock_inputs
set_output_delay [expr $clk_period * $clk_io_pct] -clock clk0 [all_outputs]

===== flow/design.v =====
module PRESENT_ENCRYPT (
    output logic        load_encrypt,
    output logic [63:0] ciphertext,    
    input  logic [63:0] plaintext,    
    input  logic [79:0] key,     
    input  logic        load,    
    input  logic        clk,     
    input  logic        load_IV,
    input  logic [63:0] IV
);
logic [79:0] kreg;                
logic [63:0] dreg;                
logic [4:0]  round;               
logic [63:0] counter;
logic [63:0] odat;
logic [63:0] counter_nx;
logic [63:0] dat1, dat2, dat3;    
logic [79:0] kdat1, kdat2;        
assign load_encrypt = (round == 0) ? 1 : 0; 
assign dat1 = dreg ^ kreg[79:16];         
assign odat = dat1 ^ plaintext;           
assign kdat1        = {kreg[18:0], kreg[79:19]};  
assign kdat2[14:0 ] = kdat1[14:0 ];
assign kdat2[19:15] = kdat1[19:15] ^ round;   
assign kdat2[75:20] = kdat1[75:20];
genvar i;
generate
    for (i=0; i<64; i=i+4) begin: sbox_loop
       s_box USBOX( .odat(dat2[i+3:i]), .plaintext(dat1[i+3:i]) );
    end
endgenerate
p_box UPBOX    ( .odat(dat3), .plaintext(dat2) );
s_box USBOXKEY ( .odat(kdat2[79:76]), .plaintext(kdat1[79:76]) );
always_ff @(posedge clk) begin
   if (load_IV)
      counter <= IV;
   else
      counter <= counter_nx;
end
assign counter_nx = (round == 0) ? counter + 1 : counter;
always_ff @(posedge clk) begin
   if (load)
      dreg <= counter;
   else
      dreg <= dat3;
end
always_ff @(posedge clk) begin
   if (load)
      kreg <= key;
   else
      kreg <= kdat2;
end
always_ff @(posedge clk) begin
   if (load)
      round <= 1;
   else
      round <= round + 1;
end
always_ff @(posedge clk) begin
   if (round == 0)
      ciphertext <= odat;
end
endmodule
module p_box(
   output logic [63:0] odat,
   input  logic [63:0] plaintext
);
assign odat[0 ] = plaintext[0 ];
assign odat[16] = plaintext[1 ];
assign odat[32] = plaintext[2 ];
assign odat[48] = plaintext[3 ];
assign odat[1 ] = plaintext[4 ];
assign odat[17] = plaintext[5 ];
assign odat[33] = plaintext[6 ];
assign odat[49] = plaintext[7 ];
assign odat[2 ] = plaintext[8 ];
assign odat[18] = plaintext[9 ];
assign odat[34] = plaintext[10];
assign odat[50] = plaintext[11];
assign odat[3 ] = plaintext[12];
assign odat[19] = plaintext[13];
assign odat[35] = plaintext[14];
assign odat[51] = plaintext[15];
assign odat[4 ] = plaintext[16];
assign odat[20] = plaintext[17];
assign odat[36] = plaintext[18];
assign odat[52] = plaintext[19];
assign odat[5 ] = plaintext[20];
assign odat[21] = plaintext[21];
assign odat[37] = plaintext[22];
assign odat[53] = plaintext[23];
assign odat[6 ] = plaintext[24];
assign odat[22] = plaintext[25];
assign odat[38] = plaintext[26];
assign odat[54] = plaintext[27];
assign odat[7 ] = plaintext[28];
assign odat[23] = plaintext[29];
assign odat[39] = plaintext[30];
assign odat[55] = plaintext[31];
assign odat[8 ] = plaintext[32];
assign odat[24] = plaintext[33];
assign odat[40] = plaintext[34];
assign odat[56] = plaintext[35];
assign odat[9 ] = plaintext[36];
assign odat[25] = plaintext[37];
assign odat[41] = plaintext[38];
assign odat[57] = plaintext[39];
assign odat[10] = plaintext[40];
assign odat[26] = plaintext[41];
assign odat[42] = plaintext[42];
assign odat[58] = plaintext[43];
assign odat[11] = plaintext[44];
assign odat[27] = plaintext[45];
assign odat[43] = plaintext[46];
assign odat[59] = plaintext[47];
assign odat[12] = plaintext[48];
assign odat[28] = plaintext[49];
assign odat[44] = plaintext[50];
assign odat[60] = plaintext[51];
assign odat[13] = plaintext[52];
assign odat[29] = plaintext[53];
assign odat[45] = plaintext[54];
assign odat[61] = plaintext[55];
assign odat[14] = plaintext[56];
assign odat[30] = plaintext[57];
assign odat[46] = plaintext[58];
assign odat[62] = plaintext[59];
assign odat[15] = plaintext[60];
assign odat[31] = plaintext[61];
assign odat[47] = plaintext[62];
assign odat[63] = plaintext[63];
endmodule
module s_box (
   output logic [3:0] odat,
   input      logic [3:0] plaintext
);
always_comb begin
    case (plaintext)
        4'h0 : odat = 4'hC;
        4'h1 : odat = 4'h5;
        4'h2 : odat = 4'h6;
        4'h3 : odat = 4'hB;
        4'h4 : odat = 4'h9;
        4'h5 : odat = 4'h0;
        4'h6 : odat = 4'hA;
        4'h7 : odat = 4'hD;
        4'h8 : odat = 4'h3;
        4'h9 : odat = 4'hE;
        4'hA : odat = 4'hF;
        4'hB : odat = 4'h8;
        4'hC : odat = 4'h4;
        4'hD : odat = 4'h7;
        4'hE : odat = 4'h1;
        4'hF : odat = 4'h2;
        default: odat = 4'h0;  
    endcase
end
endmodule

===== flow/run.sh =====
#!/bin/bash
# OpenROAD 26Q1-2900-gdf79404cd8, Yosys 0.63+post, stock flow scripts
make -C /OpenROAD-flow-scripts/flow DESIGN_CONFIG=/design/flow/config.mk WORK_HOME=/design/flow/orfs finish

==> impl_metrics.yaml <==
# implementation run metrics
synthesis:
  flop_cell: "dfxtp_1"
  edf_count: 128
  yosys_area_um2: 14700
  syn_area_per_cell_um2: 11.4
  yosys_warnings: 2
  synth_top_area_share_pct: 26.2
  synthCells: 1288
  ys_seq_share_pct: 46.9
  topCellsByArea: "edfxtp_1, dfxtp_1, mux2_2"
  syn_area_um2: 14700
  async_flop_share_pct: 0
  synth_stat.cells: 1288
  top_cell: "dfxtp_1"
  synth_top_cell_by_area: "edfxtp_1"
  ys_types: 48
  ys.flops: 280
  common_cells: "dfxtp_1, edfxtp_1, mux2_2, xnor2_1, nand2_1"
detailed_routing:
  diodes: 0
  ant_nets: 0
  vias: 10700
  firstDrtPassIters: 5
  detail_route.drc_violations: 0
  vias_per_cell: 4.84
  wl_per_cell_um: 20.6
  routed_wl_mm: 45.7
  drt_iter0_drc: 758
grt:
  grt_pass1_wl_mm: 67.0
  overflow: 0
  met1_usage_pct: 27.4
  grt.total_usage_pct: 19.0
  grt_max_degree: 86
  use_met3_pct: 7.21
  busiest_layer: "met2"
  antenna_found_initial: 0
  grt_pass1_vias: 10700
  grt.met2_usage_pct: 27.6
layout:
  logic_area_um2: 7390
  final_cell_area_um2: 19400
  final-seq-area_um2: 6890
  fillers: 4583
  fin_util_pct: 40.3
  drive_above_1_share_pct: 14.3
  area_growth_pct: 31.7
sta:
  slew-limit-headroom_pct: 37.5
  period_needed_ns: 4.98
  tns_ns: 0
  finClkSkew_ns: 0.0248
  setup_violations: 0
  rsz0062_at_grt: "false"
  tightest_slew_ns: 0.934
  max_freq_mhz: 201
  hold_viol: 0
  min_period_over_period_pct: 40.5
  slew_viol_final: 0
clock_tree:
  cts_max_level: 2
  cts_tree: "yes"
  cts-resized-gates: 0
  cts.sink_count: 280
  cts_root_buffer: "clkbuf_16"
  clockBufferDepth: 3
  worstSkewPairLatency_ns: 0.55
  post_cts_buffers: 0
  cts_hold_buf: 0
  clk_pin_slew_worst_paths_ns: 0.05
  cts_buffers: 35
floorplan:
  rows: 80
  die_height_um: 223
  die_w_um: 223
  core_region_area_um2: 48000
  die_area_um2: 49900
  floorplan.core_util_pct: 30.6
  pin_count: 276
place:
  place_area_um2: 18200
  hpwl_mm: 35.5
  io_buffers: 275
  gp_congestion: 0.919
critical_path:
  reg2regPathDepth: 6
  cp-end-kind: "output pin"
  critPathMaxFanout: 5
  worstSetupStartpointType: "register"
  worstPathArrival_ns: 2.52
  critPathKind: "register to output pin"
  worstPathRequired_ns: 9.84
worst_hold_path:
  hold-path-cell-count: 1
  min_path_type: "register to register"
run:
  drv_cap: 0
  warning_count: 94
power:
  irDropWorstVdd_mv: 0.119
  power_density_nw_per_um2: 218
  total_leakage_power_nw: 7.32
outcome:
  outcome: "complete, no violations"
[layout make-up]
| class | count | share of cell area (%) |
|---|---|---|
| flip-flops and latches | 280 | 35.6 |
| clock inverters | 16 | 0.588 |
| multi-input cells | 897 | 38.2 |
| well taps | 615 | 3.98 |
| clock buffers | 48 | 5.31 |
| inverters | 66 | 1.28 |
| repair buffers | 298 | 15.1 |
[critical path, stage by stage, from the launching register on]
cell             delay, ns
dfxtp_1               0.36
inv_1                 0.07
ha_1                  0.13
nor4b_2               0.69
buf_4                 0.25
clkdlybuf4s50_1       0.47
[cells in the final DEF, fill, tap and decap left out, types with 5 or more instances in the layout]
cell / instances
clkdlybuf4s50_1: 273
dfxtp_1: 152
edfxtp_1: 128
mux2_2: 106
xnor2_1: 104
nand2_1: 103
xor2_1: 91
o21ai_0: 90
ha_1: 88
inv_1: 66
clkbuf_16: 38
nor2_1: 37
mux2i_1: 32
nand4_1: 31
mux4_2: 31
nand3_1: 28
a21oi_1: 24
nor3_1: 23
buf_4: 23
and3_1: 14
a31oi_1: 14
nor4_1: 14
or3_1: 11
and4_1: 7
or4_1: 6
clkbuf_1: 6
o31ai_1: 5
a211oi_1: 5
[sequential cells by signal (all words and copies together), names as in the netlist]
name	cells
USBOXKEY.odat	4
ciphertext	64
counter	64
dreg	64
kreg	79
round	5
[cell families after synthesis]
family,count (synthesis),synth area share (%)
compound gates,146,5.44
xor+xnor,195,11.6
fa+ha+maj,88,7.49
buf+inv,111,2.91
flops,280,46.9
mux,169,15.1
simple gates,299,10.6
[final timing paths]
kind	from	to	slack [ns]
worst max-delay path	round[0]	load_encrypt	7.32
worst min-delay path	kreg[2]	kreg[63]	0.46
worst max register to register	round[0]	counter[17]	9.18
worst min register to register	kreg[2]	kreg[63]	0.46
[metal layers]
layer	vias to the layer above	wire length, µm
met1	5053	19900
met4	0	1290
met5	-	0
li1	5197	-
met2	431	20000
met3	66	4490
[where the power goes]
part / internal (W) / leakage, nW / switching [W]
clock: 0.000592 / 0.554 / 0.000423
combinational: 0.000869 / 4.25 / 0.000922
sequential: 0.00125 / 2.52 / 0.000157
total: 0.00271 / 7.32 / 0.00150
[through the flow]
step / setup WS [ns] / hold slack (ns) / std cells / total power, W
after global routing: 7.20 / 0.468 / 2220 / 0.00449
after CTS: 7.30 / 0.457 / 2220 / 0.00427
after detailed placement: 7.86 / 0.442 / 2156 / 0.00323
after global placement: 7.89 / 0.436 / 2156 / 0.00320
final: 7.32 / 0.456 / 2220 / 0.00422
after floorplan: 2.70 / 0.425 / 1288 / 0.00256
Power is estimated from default activity; no workload was simulated.
