==> flow/design.v <==
module p_box(
   output logic [63:0] odat,
   input  logic [63:0] plaintext
);
assign odat[0 ] = plaintext[0 ];
assign odat[16] = plaintext[1 ];
assign odat[32] = plaintext[2 ];
assign odat[48] = plaintext[3 ];
assign odat[1 ] = plaintext[4 ];
assign odat[17] = plaintext[5 ];
assign odat[33] = plaintext[6 ];
assign odat[49] = plaintext[7 ];
assign odat[2 ] = plaintext[8 ];
assign odat[18] = plaintext[9 ];
assign odat[34] = plaintext[10];
assign odat[50] = plaintext[11];
assign odat[3 ] = plaintext[12];
assign odat[19] = plaintext[13];
assign odat[35] = plaintext[14];
assign odat[51] = plaintext[15];
assign odat[4 ] = plaintext[16];
assign odat[20] = plaintext[17];
assign odat[36] = plaintext[18];
assign odat[52] = plaintext[19];
assign odat[5 ] = plaintext[20];
assign odat[21] = plaintext[21];
assign odat[37] = plaintext[22];
assign odat[53] = plaintext[23];
assign odat[6 ] = plaintext[24];
assign odat[22] = plaintext[25];
assign odat[38] = plaintext[26];
assign odat[54] = plaintext[27];
assign odat[7 ] = plaintext[28];
assign odat[23] = plaintext[29];
assign odat[39] = plaintext[30];
assign odat[55] = plaintext[31];
assign odat[8 ] = plaintext[32];
assign odat[24] = plaintext[33];
assign odat[40] = plaintext[34];
assign odat[56] = plaintext[35];
assign odat[9 ] = plaintext[36];
assign odat[25] = plaintext[37];
assign odat[41] = plaintext[38];
assign odat[57] = plaintext[39];
assign odat[10] = plaintext[40];
assign odat[26] = plaintext[41];
assign odat[42] = plaintext[42];
assign odat[58] = plaintext[43];
assign odat[11] = plaintext[44];
assign odat[27] = plaintext[45];
assign odat[43] = plaintext[46];
assign odat[59] = plaintext[47];
assign odat[12] = plaintext[48];
assign odat[28] = plaintext[49];
assign odat[44] = plaintext[50];
assign odat[60] = plaintext[51];
assign odat[13] = plaintext[52];
assign odat[29] = plaintext[53];
assign odat[45] = plaintext[54];
assign odat[61] = plaintext[55];
assign odat[14] = plaintext[56];
assign odat[30] = plaintext[57];
assign odat[46] = plaintext[58];
assign odat[62] = plaintext[59];
assign odat[15] = plaintext[60];
assign odat[31] = plaintext[61];
assign odat[47] = plaintext[62];
assign odat[63] = plaintext[63];
endmodule
module PRESENT_DECRYPT (
        output        load_decrypt,
        output reg  [63:0] plaintext,    
        input  [63:0] ciphertext,    
        input  [79:0] key,     
        input         load,    
        input         clk,     
        input         load_IV,
        input  [63:0] IV
    );
    wire  [63:0] odat;
    reg  [79:0] kreg;                
    reg  [63:0] dreg;                
    reg  [4:0]  round;               
    reg  [63:0] counter;
    wire  [63:0] counter_nx;
    wire [63:0] dat1, dat2, dat3;    
    wire [79:0] kdat1, kdat2;        
    assign load_decrypt = (round == 0) ? 1 : 0; 
    assign dat1 = dreg ^ kreg[79:16];         
    assign odat = dat1 ^ ciphertext;          
    assign kdat1 = {kreg[18:0], kreg[79:19]};  
    assign kdat2[14:0] = kdat1[14:0];
    assign kdat2[19:15] = kdat1[19:15] ^ round;  
    assign kdat2[75:20] = kdat1[75:20];
    genvar i;
    generate
        for (i = 0; i < 64; i = i + 4) begin: sbox_loop
            s_box USBOX (.odat(dat2[i+3:i]), .plaintext(dat1[i+3:i]));
        end
    endgenerate
    p_box UPBOX (.odat(dat3), .plaintext(dat2));
    s_box USBOXKEY (.odat(kdat2[79:76]), .plaintext(kdat1[79:76]));
    always_ff @(posedge clk) begin
        if (load_IV)
            counter <= IV;
        else
            counter <= counter_nx;
    end
    assign counter_nx = (round == 0) ? counter + 1 : counter;
    always_ff @(posedge clk) begin
        if (load)
            dreg <= counter;
        else
            dreg <= dat3;
    end
    always_ff @(posedge clk) begin
        if (load)
            kreg <= key;
        else
            kreg <= kdat2;
    end
    always_ff @(posedge clk) begin
        if (load)
            round <= 1;
        else
            round <= round + 1;
    end
    always_ff @(posedge clk) begin
        if (round == 0)
            plaintext <= odat;
    end
endmodule
module s_box (
   output logic [3:0] odat,
   input      logic [3:0] plaintext
);
always_comb begin
    case (plaintext)
        4'h0 : odat = 4'hC;
        4'h1 : odat = 4'h5;
        4'h2 : odat = 4'h6;
        4'h3 : odat = 4'hB;
        4'h4 : odat = 4'h9;
        4'h5 : odat = 4'h0;
        4'h6 : odat = 4'hA;
        4'h7 : odat = 4'hD;
        4'h8 : odat = 4'h3;
        4'h9 : odat = 4'hE;
        4'hA : odat = 4'hF;
        4'hB : odat = 4'h8;
        4'hC : odat = 4'h4;
        4'hD : odat = 4'h7;
        4'hE : odat = 4'h1;
        4'hF : odat = 4'h2;
        default: odat = 4'h0;  
    endcase
end
endmodule
==> flow/run.sh <==
#!/bin/bash
# OpenROAD 26Q1-2900-gdf79404cd8, Yosys 0.63+post, stock flow scripts
make -C /OpenROAD-flow-scripts/flow DESIGN_CONFIG=/design/flow/config.mk WORK_HOME=/design/flow/orfs finish
==> flow/config.mk <==
export PLATFORM = sky130hd
export DESIGN_NAME = PRESENT_DECRYPT
export DESIGN_NICKNAME = PRESENT_DECRYPT
export VERILOG_FILES = /design/flow/design.v
export SDC_FILE = /design/flow/constraint.sdc
export NUM_CORES = 4
export LEC_CHECK = 1
export CORE_UTILIZATION = 50
==> flow/constraint.sdc <==
current_design PRESENT_DECRYPT

set clk_period 12.3
set clk_io_pct 0.2

create_clock -name clk0 -period $clk_period [get_ports {clk}]

set non_clock_inputs [all_inputs -no_clocks]
set_input_delay [expr $clk_period * $clk_io_pct] -clock clk0 $non_clock_inputs
set_output_delay [expr $clk_period * $clk_io_pct] -clock clk0 [all_outputs]
==> results.tsv <==
stage	metric	value	unit
outcome	status	finished, final reports clean	
setup_path	Critical Path Max Stage Delay	0.56	ns
final_timing	Setup WS post-layout	7.17	ns
synth	Yosys warning total	2	
final_timing	Fin. Hold Viols	0	
setup_path	register-to-register setup slack	9.16	ns
finish	fillers	2187	
pwr	power density over the cells	221	mW/mm²
synth	synthesized area per cell	11.4	µm²
min_path	Min-Delay Path Class	reg -> reg	
setup_path	delay-heaviest family, CP	buffers and inverters	
route	average vias per placed instance	5.35	
synth	synthesis-stage register bit count	280	
run	Maximum Capacitance Violations	0	
final_timing	Worst slew margin	40.0	%
synth	xor+xnor area frac	11.6	%
synth	Synth Area in Compound Gates	5.44	%
global_routing	initial antenna violation count	1	
global_routing	number of global-route vias before repair	10300	
clock_tree	H-tree Lvls	2	
floorplan	Die ar.	0.0301	mm²
setup_path	Crit Path Class	reg -> out	
floorplan	Floorplan Utilization	51.1	%
route	antenna-violating nets left	0	
placement	dpl hpwl	30400	µm
setup_path	Worst setup SP type	flip-flop	
pwr	Clock power frac	24.9	%
floorplan	# rows	62	
pwr	Sequential Power Share	33.5	%
clock_tree	CTS clk-pin slew, worst paths	0.06	ns
synth	register share after synthesis	46.9	%
synth	Basic Gates by Area	10.6	%
setup_path	critical path required time	9.84	ns
synth	ys async rst share	0	%
clock_tree	CTS Hold Bufs	0	
setup_path	Buf+Inv Stages, Crit Path	3	
final_timing	Setup Viol. Count Final	0	
pwr	switching pwr	0.00144	W
pwr	internal power	0.00275	W
final_timing	Max Clock Skew	0.0160	ns
final_timing	Final TNS setup	0	ns
synth	Cell variety after synth	48	
clock_tree	total CTS buffers	34	
route	DR vias	10600	
run	OpenROAD warnings	95	
floorplan	I/O pins	276	
setup_path	critical path, cell by cell	inv_1 -> ha_1 -> nor4b_2 -> buf_4 -> clkdlybuf4s50_1	
setup_path	CP endpoint kind	primary output	
route	First-pass DRT Iterations	5	
finish	Area Growth Syn to Fin	29.4	%
placement	pre-CTS WS	7.67	ns
final_timing	maximum clock frequency	195	MHz
global_routing	GRT Resource Usage Total	29.0	%
synth	Cells after Synth	1288	
synth	dominant kind of combinational cell	multiplexers	
route	WL final	40700	µm
synth	MUX share of area	15.1	%
floorplan	Chip Height	173	µm
clock_tree	clock root cell	clkbuf_16	
final_timing	worst slew pin tran	0.898	ns
route	Iteration-0 DRC Markers	700	
synth	number of enable flip-flop cells	128	
synth	Yosys chip area	0.0147	mm²
synth	leading register cell type out of synthesis	dfxtp_1	
clock_tree	postcts setup bufs	0	
global_routing	pin count of the biggest net entering global routing	91	
final_timing	unrepaired setup endpoints after global routing	false	
clock_tree	post_cts resized	0	
setup_path	slowest stage cell, crit path	clkdlybuf4s50_1	
clock_tree	TritonCTS clock tree	built	
pwr	Pwr Total	0.00420	W
finish	design area	0.0190	mm²
pwr	Sw Share	34.4	%
placement	DP Area	0.0178	mm²
placement	# port buffers	275	
clock_tree	Clock Tree Buf Depth	3	
floorplan	die width	173	µm
final_timing	Tcrit/Tclk final	41.7	%
pwr	Lkg Pwr	7.29	nW
route	Residual DRC	0	
synth	ys cells	1288	
floorplan	core area	0.0288	mm²
setup_path	CP Data Arrival Time	2.67	ns
global_routing	total grt overflow	0	
synth	synthesized cell area	0.0147	mm²
placement	Placer Congestion	0.926	
final_timing	min Tclk post-route	5.13	ns
clock_tree	clock sinks	280	
pwr	Comb pwr share	41.7	%
finish	logic area	0.00739	mm²
synth	adder share	7.49	%
pwr	worst vdd ir	105	µV
route	DR WL/cell	20.6	µm
final_timing	Slew Viols, Final	0	
setup_path	CP Max Fanout	28	
finish	register area	0.00689	mm²
global_routing	first-pass GRT wire length	61600	µm
finish	share of cells above drive strength 1	13.4	%
clock_tree	Clk Latency, worst-skew pair	0.51	ns
[area by class of cell]
type | count | area share [%]
Clock inverter | 16 | 1.07
Sequential cell | 280 | 36.2
Clock buffer | 46 | 5.10
Timing Repair Buffer | 287 | 14.9
Multi-Input combinational cell | 897 | 38.9
Antenna cell | 1 | 0.0132
Inverter | 66 | 1.30
Tap cell | 384 | 2.53
[cell families after synthesis]
family / count (synthesis)
xor+xnor: 195
mux: 169
compound gates: 146
fa+ha+maj: 88
buf+inv: 111
simple gates: 299
flops: 280
[power by group through the flow]
stage / sequential (W) / clock (W) / combinational [W]
after global routing: 0.00143 / 0.00110 / 0.00193
final: 0.00140 / 0.00104 / 0.00175
after CTS: 0.00140 / 0.00106 / 0.00176
[layout by cell type, fill, tap and decap left out, drive strengths merged, types with 17 or more instances in the layout]
cell           count
a21oi             24
clkbuf            46
clkdlybuf4s50    273
dfxtp            152
edfxtp           128
ha                88
inv               66
mux2             106
mux2i             32
mux4              31
nand2            103
nand3             30
nand4             33
nor2              37
nor3              24
nor4              17
o21ai             91
xnor2            104
xor2              91
[worst paths after layout]
| path | startpoint | to | depth (start not counted) |
|---|---|---|---|
| setup reg to reg | round[0]$_SDFF_PP1_ | counter[56]$_DFFE_PP_ | 6 |
| hold reg to reg | kreg[5]$_DFF_P_ | kreg[66]$_DFF_P_ | 1 |
| hold / removal | kreg[5]$_DFF_P_ | kreg[66]$_DFF_P_ | 1 |
| setup / recovery | round[0]$_SDFF_PP1_ | load_decrypt | 5 |
[synthesized netlist by cell type (31+ instances only)]
cell	count	area share (%)
inv_1	66	1.7
mux4_2	31	4.8
nand4_1	31	1.3
xnor2_1	104	6.2
clkbuf_1	33	0.84
edfxtp_1	128	26
nor2_1	37	0.94
mux2i_1	32	2.2
ha_1	88	7.5
o21ai_0	90	3.1
xor2_1	91	5.4
nand2_1	103	2.6
dfxtp_1	152	21
mux2_2	106	8.1
[registers in the layout (all words and copies together), names as in the netlist]
register,flops
USBOXKEY.odat,4
round,5
kreg,79
dreg,64
plaintext,64
counter,64
[metrics by stage]
| step | hold slack, ns | utilization (%) | std cells |
|---|---|---|---|
| 2_1_floorplan | 0.425 | - | 1288 |
| 4_1_cts | 0.454 | 66.1 | 1976 |
| 3_5_place_dp | 0.442 | 62.0 | 1914 |
| 5_1_grt | 0.465 | 66.1 | 1977 |
| 6_report | 0.453 | 66.1 | 1977 |
| 3_3_place_gp | 0.437 | 62.0 | 1914 |
[per-layer routing]
layer	track usage (%)	wire (µm)	share of wire (%)	vias to the layer above
li1	-	-	-	5171
met1	47.1	18300	45	4942
met2	39.8	17300	43	415
met3	9.62	3830	9.4	57
met4	7.45	1180	2.9	0
met5	0	0	0	-
[worst reg2reg max path: cells and delay by family, from the launching register on]
family	cells	cell delay [ns]
adders and majority gates	1	0.14
buffers and inverters	3	1.22
DFF	1	0.35
and+or+nand+nor	2	1.00
No activity file was given, so power comes from the tool's default toggle rates.
